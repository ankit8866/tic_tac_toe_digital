[flow/design.v]
module tic_tac_toe_game(
     input clock, 
     input reset, 
     input play, 
     input pc, 
     input [3:0] computer_position,player_position, 
     output wire [1:0] pos1,pos2,pos3,pos4,pos5,pos6,pos7,pos8,pos9,
     output wire[1:0]who 
     );
 wire [15:0] PC_en;
 wire [15:0] PL_en;
 wire illegal_move; 
 wire win; 
 wire computer_play;
 wire player_play; 
 wire no_space;
 position_registers position_reg_unit( clock,reset, illegal_move,PC_en[8:0],PL_en[8:0],pos1,pos2,pos3,pos4,pos5,pos6,pos7,pos8,pos9);
 winner_detector win_detect_unit(pos1,pos2,pos3,pos4,pos5,pos6,pos7,pos8,pos9,win,who);
 position_decoder pd1(computer_position,computer_play,PC_en);
 position_decoder pd2(player_position,player_play,PL_en); 
 illegal_move_detector imd_unit(pos1,pos2,pos3,pos4,pos5,pos6,pos7,pos8,pos9,PC_en[8:0], PL_en[8:0],illegal_move);
 nospace_detector nsd_unit(pos1,pos2,pos3,pos4,pos5,pos6,pos7,pos8,pos9,no_space); 
 fsm_controller tic_tac_toe_controller(clock,reset,play,pc,illegal_move,no_space,win,computer_play,player_play );    
 endmodule 
module position_registers(input clock, input reset, input illegal_move, input [8:0] PC_en, input [8:0] PL_en,output reg[1:0] pos1,pos2,pos3,pos4,pos5,pos6,pos7,pos8,pos9);
 always @(posedge clock or posedge reset)
 begin
  if(reset) 
   pos1 <= 2'b00;
  else begin
   if(illegal_move==1'b1)
    pos1 <= pos1; 
   else if(PC_en[0]==1'b1)
    pos1 <= 2'b10;  
   else if (PL_en[0]==1'b1)
    pos1 <= 2'b01; 
   else 
    pos1 <= pos1; 
  end 
 end 
 always @(posedge clock or posedge reset)
 begin
  if(reset) 
   pos2 <= 2'b00;
  else begin
   if(illegal_move==1'b1)
    pos2 <= pos2; 
   else if(PC_en[1]==1'b1)
    pos2 <= 2'b10;  
   else if (PL_en[1]==1'b1)
    pos2 <= 2'b01; 
   else 
    pos2 <= pos2; 
  end 
 end 
 always @(posedge clock or posedge reset)
 begin
  if(reset) 
   pos3 <= 2'b00;
  else begin
   if(illegal_move==1'b1)
    pos3 <= pos3; 
   else if(PC_en[2]==1'b1)
    pos3 <= 2'b10;  
   else if (PL_en[2]==1'b1)
    pos3 <= 2'b01; 
   else 
    pos3 <= pos3; 
  end 
 end  
 always @(posedge clock or posedge reset)
 begin
  if(reset) 
   pos4 <= 2'b00;
  else begin
   if(illegal_move==1'b1)
    pos4 <= pos4; 
   else if(PC_en[3]==1'b1)
    pos4 <= 2'b10;  
   else if (PL_en[3]==1'b1)
    pos4 <= 2'b01; 
   else 
    pos4 <= pos4; 
  end 
 end 
 always @(posedge clock or posedge reset)
 begin
  if(reset) 
   pos5 <= 2'b00;
  else begin
   if(illegal_move==1'b1)
    pos5 <= pos5; 
   else if(PC_en[4]==1'b1)
    pos5 <= 2'b10;  
   else if (PL_en[4]==1'b1)
    pos5 <= 2'b01; 
   else 
    pos5 <= pos5; 
  end 
 end 
 always @(posedge clock or posedge reset)
 begin
  if(reset) 
   pos6 <= 2'b00;
  else begin
   if(illegal_move==1'b1)
    pos6 <= pos6; 
   else if(PC_en[5]==1'b1)
    pos6 <= 2'b10;  
   else if (PL_en[5]==1'b1)
    pos6 <= 2'b01; 
   else 
    pos6 <= pos6; 
  end 
 end 
 always @(posedge clock or posedge reset)
 begin
  if(reset) 
   pos7 <= 2'b00;
  else begin
   if(illegal_move==1'b1)
    pos7 <= pos7; 
   else if(PC_en[6]==1'b1)
    pos7 <= 2'b10;  
   else if (PL_en[6]==1'b1)
    pos7 <= 2'b01; 
   else 
    pos7 <= pos7; 
  end 
 end 
 always @(posedge clock or posedge reset)
 begin
  if(reset) 
   pos8 <= 2'b00;
  else begin
   if(illegal_move==1'b1)
    pos8 <= pos8; 
   else if(PC_en[7]==1'b1)
    pos8 <= 2'b10;  
   else if (PL_en[7]==1'b1)
    pos8 <= 2'b01; 
   else 
    pos8 <= pos8; 
  end 
 end 
 always @(posedge clock or posedge reset)
 begin
  if(reset) 
   pos9 <= 2'b00;
  else begin
   if(illegal_move==1'b1)
    pos9 <= pos9; 
   else if(PC_en[8]==1'b1)
    pos9 <= 2'b10;  
   else if (PL_en[8]==1'b1)
    pos9 <= 2'b01; 
   else 
    pos9 <= pos9; 
  end 
 end  
endmodule 
module fsm_controller(input clock, input reset, play, pc,illegal_move,no_space, win, output reg computer_play, player_play );
parameter IDLE=2'b00;
parameter PLAYER=2'b01;
parameter COMPUTER=2'b10;
parameter GAME_DONE=2'b11;
reg[1:0] current_state, next_state;
always @(posedge clock or posedge reset) 
begin 
 if(reset)
  current_state <= IDLE;
 else 
  current_state <= next_state;
end 
always @(*)
 begin
 case(current_state)
 IDLE: begin 
  if(reset==1'b0 && play == 1'b1)
   next_state <= PLAYER; 
  else 
   next_state <= IDLE;
  player_play <= 1'b0;
  computer_play <= 1'b0;
 end 
 PLAYER:begin 
  player_play <= 1'b1;
  computer_play <= 1'b0;
  if(illegal_move==1'b0)
   next_state <= COMPUTER; 
  else 
   next_state <= IDLE;
 end 
 COMPUTER:begin 
  player_play <= 1'b0;
  if(pc==1'b0) begin 
   next_state <= COMPUTER;
   computer_play <= 1'b0;
  end
  else if(win==1'b0 && no_space == 1'b0)
  begin 
   next_state <= IDLE;
   computer_play <= 1'b1;
  end 
  else if(no_space == 1 || win ==1'b1)
  begin 
   next_state <= GAME_DONE;  
   computer_play <= 1'b1;
  end  
 end 
 GAME_DONE:begin 
  player_play <= 1'b0;
  computer_play <= 1'b0; 
  if(reset==1'b1) 
   next_state <= IDLE;
  else 
   next_state <= GAME_DONE;  
 end 
 default: next_state <= IDLE; 
 endcase
 end
 endmodule 
module nospace_detector(input [1:0] pos1,pos2,pos3,pos4,pos5,pos6,pos7,pos8,pos9, output wire no_space);
wire temp1,temp2,temp3,temp4,temp5,temp6,temp7,temp8,temp9;
assign temp1 = pos1[1] | pos1[0];
assign temp2 = pos2[1] | pos2[0];
assign temp3 = pos3[1] | pos3[0];
assign temp4 = pos4[1] | pos4[0];
assign temp5 = pos5[1] | pos5[0];
assign temp6 = pos6[1] | pos6[0];
assign temp7 = pos7[1] | pos7[0];
assign temp8 = pos8[1] | pos8[0];
assign temp9 = pos9[1] | pos9[0];
assign no_space =((((((((temp1 & temp2) & temp3) & temp4) & temp5) & temp6) & temp7) & temp8) & temp9);
endmodule 
module illegal_move_detector(input [1:0] pos1,pos2,pos3,pos4,pos5,pos6,pos7,pos8,pos9,input [8:0] PC_en, PL_en,output wire illegal_move);
wire temp1,temp2,temp3,temp4,temp5,temp6,temp7,temp8,temp9;
wire temp11,temp12,temp13,temp14,temp15,temp16,temp17,temp18,temp19;
wire temp21,temp22;
assign temp1 = (pos1[1] | pos1[0]) & PL_en[0];
assign temp2 = (pos2[1] | pos2[0]) & PL_en[1];
assign temp3 = (pos3[1] | pos3[0]) & PL_en[2];
assign temp4 = (pos4[1] | pos4[0]) & PL_en[3];
assign temp5 = (pos5[1] | pos5[0]) & PL_en[4];
assign temp6 = (pos6[1] | pos6[0]) & PL_en[5];
assign temp7 = (pos7[1] | pos7[0]) & PL_en[6];
assign temp8 = (pos8[1] | pos8[0]) & PL_en[7];
assign temp9 = (pos9[1] | pos9[0]) & PL_en[8];
assign temp11 = (pos1[1] | pos1[0]) & PC_en[0];
assign temp12 = (pos2[1] | pos2[0]) & PC_en[1];
assign temp13 = (pos3[1] | pos3[0]) & PC_en[2];
assign temp14 = (pos4[1] | pos4[0]) & PC_en[3];
assign temp15 = (pos5[1] | pos5[0]) & PC_en[4];
assign temp16 = (pos6[1] | pos6[0]) & PC_en[5];
assign temp17 = (pos7[1] | pos7[0]) & PC_en[6];
assign temp18 = (pos8[1] | pos8[0]) & PC_en[7];
assign temp19 = (pos9[1] | pos9[0]) & PC_en[8];
assign temp21 =((((((((temp1 | temp2) | temp3) | temp4) | temp5) | temp6) | temp7) | temp8) | temp9);
assign temp22 =((((((((temp11 | temp12) | temp13) | temp14) | temp15) | temp16) | temp17) | temp18) | temp19);
assign illegal_move = temp21 | temp22 ;
endmodule 
module position_decoder(input[3:0] in, input enable, output wire [15:0] out_en);
 reg[15:0] temp1;
 assign out_en = (enable==1'b1)?temp1:16'd0;
 always @(*)
 begin
 case(in)
 4'd0: temp1 <= 16'b0000000000000001;
 4'd1: temp1 <= 16'b0000000000000010; 
 4'd2: temp1 <= 16'b0000000000000100;
 4'd3: temp1 <= 16'b0000000000001000;
 4'd4: temp1 <= 16'b0000000000010000;
 4'd5: temp1 <= 16'b0000000000100000;
 4'd6: temp1 <= 16'b0000000001000000;
 4'd7: temp1 <= 16'b0000000010000000;
 4'd8: temp1 <= 16'b0000000100000000;
 4'd9: temp1 <= 16'b0000001000000000;
 4'd10: temp1 <= 16'b0000010000000000;
 4'd11: temp1 <= 16'b0000100000000000;
 4'd12: temp1 <= 16'b0001000000000000;
 4'd13: temp1 <= 16'b0010000000000000;
 4'd14: temp1 <= 16'b0100000000000000;
 4'd15: temp1 <= 16'b1000000000000000;
 default: temp1 <= 16'b0000000000000001; 
 endcase 
end 
endmodule 
module winner_detector(input [1:0] pos1,pos2,pos3,pos4,pos5,pos6,pos7,pos8,pos9, output wire winner, output wire [1:0]who);
wire win1,win2,win3,win4,win5,win6,win7,win8;
wire [1:0] who1,who2,who3,who4,who5,who6,who7,who8;
winner_detect_3 u1(pos1,pos2,pos3,win1,who1);
winner_detect_3 u2(pos4,pos5,pos6,win2,who2);
winner_detect_3 u3(pos7,pos8,pos9,win3,who3);
winner_detect_3 u4(pos1,pos4,pos7,win4,who4);
winner_detect_3 u5(pos2,pos5,pos8,win5,who5);
winner_detect_3 u6(pos3,pos6,pos9,win6,who6);
winner_detect_3 u7(pos1,pos5,pos9,win7,who7);
winner_detect_3 u8(pos3,pos5,pos6,win8,who8);
assign winner = (((((((win1 | win2) | win3) | win4) | win5) | win6) | win7) | win8);
assign who = (((((((who1 | who2) | who3) | who4) | who5) | who6) | who7) | who8);
endmodule 
module winner_detect_3(input [1:0] pos0,pos1,pos2, output wire winner, output wire [1:0]who);
wire [1:0] temp0,temp1,temp2;
wire temp3;
assign temp0[1] = !(pos0[1]^pos1[1]);
assign temp0[0] = !(pos0[0]^pos1[0]);
assign temp1[1] = !(pos2[1]^pos1[1]);
assign temp1[0] = !(pos2[0]^pos1[0]);
assign temp2[1] = temp0[1] & temp1[1];
assign temp2[0] = temp0[0] & temp1[0];
assign temp3 = pos0[1] | pos0[0];
assign winner = temp3 & temp2[1] & temp2[0];
assign who[1] = winner & pos0[1];
assign who[0] = winner & pos0[0];
endmodule
[flow/run.sh]
#!/bin/bash
# OpenROAD 26Q1-2900-gdf79404cd8, Yosys 0.63+post, stock flow scripts
make -C /OpenROAD-flow-scripts/flow DESIGN_CONFIG=/design/flow/config.mk WORK_HOME=/design/flow/orfs finish
[flow/config.mk]
export PLATFORM = sky130hd
export DESIGN_NAME = tic_tac_toe_game
export DESIGN_NICKNAME = tic_tac_toe_game
export VERILOG_FILES = /design/flow/design.v
export SDC_FILE = /design/flow/constraint.sdc
export NUM_CORES = 4
export LEC_CHECK = 1
export CORE_UTILIZATION = 40
[flow/constraint.sdc]
current_design tic_tac_toe_game

set clk_period 4.9
set clk_io_pct 0.2

create_clock -name clk0 -period $clk_period [get_ports {clock}]

set non_clock_inputs [all_inputs -no_clocks]
set_input_delay [expr $clk_period * $clk_io_pct] -clock clk0 $non_clock_inputs
set_output_delay [expr $clk_period * $clk_io_pct] -clock clk0 [all_outputs]
==> metrics.log <==
[report] extracting results
[metrics] Fmax achieved: roughly 0.28 GHz
[metrics] Post-Route Hold Slack: ~0.65 ns
[metrics] Worst Path Arrival: 2.55 ns
[metrics] post-route setup TNS: 0 ns
[metrics] remaining design rule violation count: 0
[metrics] post-detailed-route via-to-cell ratio: 6.131
[metrics] clock buffer depth: 2
[metrics] CP startpoint: position_reg_unit.pos1[0]$_DFFE_PP0P_
[metrics] cell count listed in synth_stat.txt: between 150 and 200
[metrics] ports placed on the boundary: 32
[metrics] Initial DRC Count: ~170
[metrics] number of rows in the core area: 22
[metrics] Cell Pwr Density: ~300 nW/um^2
[metrics] period utilisation layout: 72.13%
[metrics] maximum number of pins on one net before global-route repair: 23
[metrics] area of all placed cells without fillers: ~2000 um^2
[metrics] total via count in the routed design: ~1.6k
[metrics] unrepaired setup endpoints after global routing: false
[metrics] Post-Place Cell Area: 1926 um^2
[metrics] total setup buffers inserted after CTS: 0
[metrics] final setup violating endpoints: 0
[metrics] met1 WL: approximately 2000 um
[metrics] Core Footprint: about 3800 um^2
[metrics] Clock H-tree levels: 1
[metrics] cell at the slowest stage of the critical path: dfrtp_1
[metrics] final routed wirelength across all metal layers: 4460 um
[metrics] Crit. End Element: primary output
[metrics] Max-slew headroom: 45.63%
[metrics] Top-area cell share: 30.51%
[metrics] kind of critical path: register to primary output
[metrics] half-perimeter wire length after placement: approximately 3300 um
[metrics] via count of the first global-routing pass: about 1.4k
[metrics] origin of the critical flop-to-flop path: tic_tac_toe_controller.current_state[0]$_DFF_PP0_
[metrics] total cell area reported by yosys after synthesis: approximately 1600 um^2
[metrics] worst hold path type: register to register
[metrics] Total GRT Usage: around 23%
[metrics] Layout Skew: 0.01006 ns
[metrics] total die area: 4361 um^2
[metrics] floorplan utilization: between 40% and 50%
[metrics] dominant register cell: dfrtp_1
[metrics] flip-flop and latch count after synthesis: 23
[metrics] post-synthesis cell type with the largest combined area: dfrtp_1
[metrics] number of max-cap violations: 0
[metrics] fill cell count: ~340
[metrics] Layout Area Growth over Synthesis: 21.74%
[metrics] number of routed nets with antenna violations: 0
[metrics] worst-skew pair later-pin latency: ~0.26 ns
[metrics] required time reported for the critical path endpoint: between 3 and 4 ns
[metrics] first-pass iteration count of the detailed router: 4
[metrics] number of antenna repair diodes: 0
[metrics] number of warnings printed during yosys synthesis: 3
[metrics] final routed wire length divided by cell count: 17.22 um
[metrics] Final Slew Violations: 0
[metrics] top fanout value on the critical path: 10
[metrics] most numerous cell types in the synthesized netlist: dfrtp_1 (20), nor3_1 (14), nor2_1 (13), and3_1 (11), nand2_1 (11)
[metrics] Post-CTS Hold Buffers: 0
[metrics] Vert. Die Dim: about 66 um
[metrics] fraction of final layout cells sized beyond drive strength 1: under 10%
[metrics] count of buffers from port buffering: 31
[metrics] end point of the critical path: who[0]
[metrics] most instantiated library cell after synthesis: dfrtp_1
[metrics] clock input transition at the sequential cells of the worst setup and hold paths: around 0.08 ns
[metrics] biggest area contributors in the synthesized netlist: dfrtp_1 (31%), nor3_1 (4.3%), and3_1 (4.2%)
[metrics] GPL Wtd Cong: roughly 0.95
[metrics] worst path cell trace: and3_1 -> o22ai_1 -> a21oi_1 -> or3_1 -> a221o_1 -> clkdlybuf4s50_1
[metrics] top metal layer carrying routed signals: met4
[metrics] CTS tree: done
[metrics] length in cells of the worst reg-to-reg path: 10
[metrics] first-pass GRT wire length: 7507 um
[metrics] reg2reg setup slack: 2.21 ns
[metrics] status: completed
[metrics] met3 WL: roughly 370 um
[metrics] Worst Max-Slew Pin Slew: 0.8146 ns
[metrics] synthesized cell area: around 1600 um^2
[metrics] number of enable flip-flop cells: 0
[metrics] Cell Type Count: 54
[metrics] number of cells produced by synthesis: between 150 and 200
[metrics] static leakage: slightly below 0.9 nW
[metrics] cell at the root of the clock tree: clkbuf_8
[metrics] endpoints left unconstrained: 3
[metrics] Resized Gates After CTS: 0
[metrics] reg-to-reg endpoint: tic_tac_toe_controller.current_state[1]$_DFF_PP0_
[metrics] sum of overflow across all layers after global routing: 0
[metrics] mean instance size in the synthesized netlist: between 8 and 9 um^2
[metrics] Num CTS Buffers: 3
[metrics] number of register pins that no clock reaches: 3
[metrics] Die W: 66.04 um
[metrics] asr flop ratio synth: between 80% and 90%
[metrics] biggest cell delay along the critical path: approximately 0.53 ns
[metrics] total tool warning count: 25
[metrics] clock period minus worst slack: around 3.5 ns
[metrics] Worst Setup Start Kind: register
[metrics] final count of hold timing violations: 0
[metrics] Met2 Routed Length: around 2000 um
[metrics] antenna violations before repair: 0
[metrics] Finished Core Util: between 50% and 60%
[metrics] Final Total Pwr: roughly 0.6 mW
[metrics] Worst VDD drop: approximately 190 uV
## state kept, by name, summed over array words and instances (netlist names)
signal                                flops
position_reg_unit.pos4                    2
tic_tac_toe_controller.current_state      2
position_reg_unit.pos2                    2
position_reg_unit.pos5                    2
position_reg_unit.pos6                    2
position_reg_unit.pos1                    2
position_reg_unit.pos3                    2
tic_tac_toe_controller.computer_play      1
position_reg_unit.pos8                    2
position_reg_unit.pos9                    2
tic_tac_toe_controller.next_state         2
position_reg_unit.pos7                    2
## placed cells by master (no fill, tap or decap), types with 4 or more instances in the layout
cell type and instances:
clkdlybuf4s50_1 31, dfrtp_1 20, nor3_1 14, nor2_1 13, nand2_1 11, and3_1 11
nand3_1 9, nor2b_1 6, o21ai_0 6, inv_1 6, a31oi_1 5, a41o_1 5
nand2b_1 4, a21oi_1 4, o21bai_1 4, a41oi_1 4, or3_1 4
## worst min path at each step
stage / slack (ns) / to / from / cells past startpoint
after CTS: 0.64 / position_reg_unit.pos2[0]$_DFFE_PP0P_ / position_reg_unit.pos2[0]$_DFFE_PP0P_ / 2
after global routing: 0.70 / position_reg_unit.pos2[1]$_DFFE_PP0P_ / position_reg_unit.pos2[1]$_DFFE_PP0P_ / 1
final: 0.65 / position_reg_unit.pos2[0]$_DFFE_PP0P_ / position_reg_unit.pos2[0]$_DFFE_PP0P_ / 2
## kinds of logic (layout without fill, tap and decap cells)
logic type	Yosys count	after routing	synth area share [%]
AND-OR/OR-AND	49	49	23.34
buffers and inverters	21	41	7.017
flip-flops	20	20	30.51
latches	3	3	2.746
multiplexers	2	2	2.746
other	1	3	0.2286
AND/OR/NAND/NOR	93	93	33.41
## area by class of cell
type	instances	area, um^2	area share [%]
clock inverters	1	30.03	1.504
repair buffers	31	310.3	15.54
clock buffers	3	41.29	2.068
well taps	48	60.06	3.008
inverters	6	22.52	1.128
multi-input cells	147	987.2	49.44
flip-flops and latches	23	545.5	27.32
## critical path: cells and delay by family (launching register included)
family | cells | cell delay [ns]
buffers and inverters | 1 | 0.40
and+or+nand+nor | 2 | 0.75
AOI/OAI and AO/OA | 3 | 0.62
DFF | 1 | 0.53
## power by group
part           internal (mW)  switching (mW)
Clock                  0.109          0.0555
Combinational          0.109          0.0695
Sequential             0.190          0.0689
Total                  0.408           0.194
## routing by layer
metal / global-route usage [%] / up-vias
met4: 3.989 / 0
met2: 34.57 / 79
met1: 37.48 / 747
li1: - / 754
met3: 2.797 / 8
met5: 0 / -
## stage by stage
step | worst slack, ns | cells
2_1_floorplan | 2.079 | 191
3_3_place_gp | 1.346 | 255
3_5_place_dp | 1.267 | 255
4_1_cts | 1.391 | 259
5_1_grt | 1.297 | 259
6_report | 1.366 | 259
Power figures rest on the tool's default switching activity, not on a simulated workload.
